File: ./config.mk
export PLATFORM = sky130hd
export DESIGN_NAME = top_spi_loopback
export DESIGN_NICKNAME = top_spi_loopback
export VERILOG_FILES = /design/flow/design.v
export SDC_FILE = /design/flow/constraint.sdc
export NUM_CORES = 4
export LEC_CHECK = 1
export CORE_AREA = 10 10 110 110
export DIE_AREA = 0 0 120 120
File: ./constraint.sdc
current_design top_spi_loopback

set clk_period 2.8
set clk_io_pct 0.2

create_clock -name clk0 -period $clk_period [get_ports {clk}]

set non_clock_inputs [all_inputs -no_clocks]
set_input_delay [expr $clk_period * $clk_io_pct] -clock clk0 $non_clock_inputs
set_output_delay [expr $clk_period * $clk_io_pct] -clock clk0 [all_outputs]
File: ./design.v
`timescale 1ns / 1ps
module spi_clk_divider #(
    parameter DIVISOR = 50
)(
    input  wire clk,
    output reg  spi_clk_en
);
    reg [15:0] count = 0;
    always @(posedge clk) begin
        if(count == DIVISOR-1) begin
            count <= 0;
            spi_clk_en <= 1;
        end else begin
            count <= count + 1;
            spi_clk_en <= 0;
        end
    end
endmodule
`timescale 1ns / 1ps
module spi_master(
    input  wire clk,
    input  wire spi_clk_en,
    input  wire start,
    input  wire [3:0] data_in,
    output reg  [3:0] data_out,
    output reg MOSI,
    input  wire MISO,
    output reg SCLK,
    output reg CS,
    output reg done
);
    localparam IDLE = 0,
               LOAD = 1,
               SHIFT = 2,
               END_STATE = 3;
    reg [1:0] state = IDLE;
    reg [3:0] shift_reg;
    reg [2:0] bit_count = 0;
    always @(posedge clk) begin
        done <= 0;
        case(state)
            IDLE: begin
                CS <= 1;
                SCLK <= 0;
                if(start) begin
                    shift_reg <= data_in;
                    bit_count <= 3;
                    state <= LOAD;
                end
            end
            LOAD: begin
                CS <= 0;
                MOSI <= shift_reg[3];
                state <= SHIFT;
            end
            SHIFT: begin
                if(spi_clk_en) begin
                    SCLK <= ~SCLK;
                    if(SCLK == 1) begin
                        shift_reg[bit_count] <= MISO;
                        if(bit_count == 0) begin
                            data_out <= shift_reg;
                            state <= END_STATE;
                        end else begin
                            bit_count <= bit_count - 1;
                        end
                    end else begin
                        MOSI <= shift_reg[bit_count];
                    end
                end
            end
            END_STATE: begin
                CS <= 1;
                SCLK <= 0;
                done <= 1;
                state <= IDLE;
            end
        endcase
    end
endmodule
`timescale 1ns / 1ps
module top_spi_loopback(
    input  wire clk,
    input  wire btn,
    input  wire [3:0] sw,
    output wire [3:0] led,
    output wire MOSI,
    output wire SCLK,
    output wire CS
);
    wire spi_clk_en;
    wire done;
    wire MISO;
    assign MISO = MOSI;
    spi_clk_divider clkdiv(
        .clk(clk),
        .spi_clk_en(spi_clk_en)
    );
    spi_master spi(
        .clk(clk),
        .spi_clk_en(spi_clk_en),
        .start(btn),
        .data_in(sw),
        .data_out(led),
        .MOSI(MOSI),
        .MISO(MISO),
        .SCLK(SCLK),
        .CS(CS),
        .done(done)
    );
endmodule
File: ./run.sh
#!/bin/bash
# OpenROAD 26Q1-2900-gdf79404cd8, Yosys 0.63+post, stock flow scripts
make -C /OpenROAD-flow-scripts/flow DESIGN_CONFIG=/design/flow/config.mk WORK_HOME=/design/flow/orfs finish
==> impl_table.tex <==
% Generated from flow reports
\begin{tabular}{lr}
\hline
Metric & Value \\
\hline
\multicolumn{2}{l}{\textbf{CTS}} \\
\quad Clock tree root buffer cell & sky130\_fd\_sc\_hd\_\_clkbuf\_8 \\
\quad Hold buffers post-CTS & 0 \\
\quad Number of buffers inserted to repair setup after CTS & 0 \\
\quad CTS-repair resized insts & 0 \\
\quad Deepest clock path buffer count & 2 \\
\quad Insertion delay to the later sink of the worst-skew pair & about 0.28 ns \\
\quad CTS Buf Count & 5 \\
\quad CTS clk-pin slew, worst paths & roughly 0.070 ns \\
\quad CTS tree & built \\
\quad CTS sink count & 33 \\
\quad CTS H-tree depth & 2 \\
\multicolumn{2}{l}{\textbf{Power and ir drop}} \\
\quad Int Pwr & around 0.0012 W \\
\quad Proportion of power drawn by combinational gates & between 20\% and 30\% \\
\quad Leakage & about 0.69 nW \\
\quad Sequential Power Share & between 40\% and 50\% \\
\quad Power per cell area & between 900 and 1000 mW/mm\^{}2 \\
\quad Worst supply voltage drop on vdd & 248 uV \\
\quad Net switching component of the power & between 0.0005 and 0.0006 W \\
\quad Switching power share of the total & about 30\% \\
\quad Portion of total power attributed to the clock network & approximately 30\% \\
\multicolumn{2}{l}{\textbf{Drt}} \\
\quad Vias per inst & 3.75 \\
\quad Number of DRC markers after the initial detailed-route iteration & $\sim$60 \\
\quad Via count of the routed design & 1117 \\
\quad Diodes inserted & 0 \\
\quad DRC violation count after routing & 0 \\
\quad Wire length reported by the detailed router & 2.87 mm \\
\quad Tally of nets with antenna violations remaining after routing & 0 \\
\quad Post-DR wirelength/cell & 9.63 um \\
\quad Number of detailed-routing iterations run before antenna repair & 6 \\
\multicolumn{2}{l}{\textbf{Setup path}} \\
\quad Path depth of the worst reg2reg path & 6 \\
\quad Critical Path Start Type & flop \\
\quad Crit path buf inv count & 1 \\
\quad Peak fanout along the critical path & 10 \\
\quad Worst EP arrival & roughly 2.4 ns \\
\quad Minimum setup slack among reg-to-reg paths & 0.53 ns \\
\quad Nature of the critical path endpoint & flop \\
\quad Cell family contributing the most delay on the critical path & simple AND/OR/NAND/NOR gates \\
\quad Reg-to-reg critical path endpoint & spi.shift\_reg[2]\$\_DFFE\_PP\_ \\
\quad Critical path class & reg -> reg \\
\quad Critical-path top delay cell & sky130\_fd\_sc\_hd\_\_or4b\_2 \\
\quad Launching point of the worst reg2reg path & spi.bit\_count[0]\$\_SDFFCE\_PN1P\_ \\
\quad CP max stage delay & $\sim$0.61 ns \\
\quad Cells traversed along the worst timing path & inv\_1 -> ha\_1 -> ha\_1 -> nand2\_1 -> or4b\_2 -> a31oi\_1 \\
\quad Critical path origin & spi.bit\_count[0]\$\_SDFFCE\_PN1P\_ \\
\quad Data required time at the worst endpoint & between 2 and 3 ns \\
\quad Crit-path most repeated cell & sky130\_fd\_sc\_hd\_\_ha\_1 \\
\multicolumn{2}{l}{\textbf{Placed design}} \\
\quad Placed wire-length estimate & around 2.0 mm \\
\quad Count of input and output buffers & 12 \\
\quad Post-place instance area & approximately 0.0018 sq mm \\
\quad Placer's final routability congestion estimate & between 0.8 and 0.9 \\
\multicolumn{2}{l}{\textbf{Job}} \\
\quad Count of tool warnings & 32 \\
\quad Max-cap check violation count & 0 \\
\multicolumn{2}{l}{\textbf{Final timing}} \\
\quad Final Max-Slew Violation Tally & 0 \\
\quad Final setup fails & 0 \\
\quad Clock skew & between 0.006 and 0.007 ns \\
\quad Cycle use final & between 80\% and 90\% \\
\quad Setup repair after global routing missed its margin & false \\
\quad Slew at the pin closest to its max-slew limit & $\sim$0.65 ns \\
\quad Max\_slew headroom & 56.5\% \\
\quad Final Critical Period & between 2 and 2.5 ns \\
\quad Total negative slack & 0 ns \\
\quad Final Hold Viols & 0 \\
\quad Timing-limited maximum frequency & 440 MHz \\
\multicolumn{2}{l}{\textbf{GRT}} \\
\quad Initial antenna violation count & 0 \\
\quad First-pass GRT wire length & roughly 5 mm \\
\quad Grt ovf & 0 \\
\quad Maximum number of pins on one net before global-route repair & 22 \\
\quad Number of global-route vias before repair & $\sim$1.1k \\
\quad All-Layer GR Usage & between 4 and 5\% \\
\multicolumn{2}{l}{\textbf{Floorplan}} \\
\quad Fp\_density & roughly 16\% \\
\quad Core region area & $\sim$0.01 sq mm \\
\quad Overall die height & 120 um \\
\quad Die Width & 120 um \\
\quad Number of primary I/O pins & 13 \\
\quad Overall chip area & 0.0144 sq mm \\
\quad Std cell rows & 36 \\
\multicolumn{2}{l}{\textbf{Final layout}} \\
\quad Layout cells sized above 1 & 6.67\% \\
\quad Fill cell count & between 1k and 1.5k \\
\quad Number of flip-flops under the largest register name & 16 \\
\quad Area of all placed cells without fillers & 0.00198 sq mm \\
\quad Layout Area Growth over Synthesis & 24.6\% \\
\multicolumn{2}{l}{\textbf{Synthesis}} \\
\quad Post-synthesis register bit count & 33 \\
\quad EDFF count, synth & 16 \\
\quad Commonest register cell after synthesis & sky130\_fd\_sc\_hd\_\_dfxtp\_1 \\
\quad Async set or reset register ratio after synthesis & 0\% \\
\quad Synthesis area per yosys & 0.00159 sq mm \\
\quad Number of library cell types mapped by synthesis & 35 \\
\quad Sequential-to-total area share from yosys stat & 51.7\% \\
\quad Summed instance area of the synthesized netlist & 0.00159 sq mm \\
\quad Yosys warning total & 2 \\
\quad Synthesized instance count & about 150 \\
\quad Number of cells in Yosys stat & 151 \\
\quad Mean area per synthesized cell & 10.5 sq um \\
\multicolumn{2}{l}{\textbf{Worst hold path}} \\
\quad Kind of path behind the tightest hold check & reg -> reg \\
\quad Startpoint of the lowest-slack hold path & clkdiv.count[15]\$\_SDFF\_PP0\_ \\
\quad Hold Path Stages & 1 \\
\quad End point of the most critical hold path & clkdiv.count[15]\$\_SDFF\_PP0\_ \\
\multicolumn{2}{l}{\textbf{Run status}} \\
\quad Result of the run & finished clean \\
\hline
\end{tabular}
## worst max-delay path by stage
| stage | cells after the start | slack (ns) | end |
|---|---|---|---|
| 5_1_grt | 6 | 0.37 | spi.shift_reg[2]$_DFFE_PP_ |
| 4_1_cts | 6 | 0.56 | spi.shift_reg[2]$_DFFE_PP_ |
| 6_report | 6 | 0.53 | spi.shift_reg[2]$_DFFE_PP_ |
## synthesized netlist by cell type (2+ instances only)
cell type	count	share of area, %
sky130_fd_sc_hd__ha_1	11	8.7
sky130_fd_sc_hd__dfxtp_1	17	21
sky130_fd_sc_hd__inv_1	12	2.8
sky130_fd_sc_hd__clkbuf_1	4	0.95
sky130_fd_sc_hd__and4_1	5	2.8
sky130_fd_sc_hd__a21oi_1	3	0.95
sky130_fd_sc_hd__a31oi_1	2	0.79
sky130_fd_sc_hd__a22o_1	2	1.1
sky130_fd_sc_hd__edfxtp_1	16	30
sky130_fd_sc_hd__nand2_1	11	2.6
sky130_fd_sc_hd__nor2_1	13	3.1
sky130_fd_sc_hd__nand4_1	8	3.2
sky130_fd_sc_hd__o21ai_0	5	1.6
sky130_fd_sc_hd__nand3_1	5	1.6
sky130_fd_sc_hd__a2bb2oi_1	2	1.1
sky130_fd_sc_hd__nor3_1	4	1.3
sky130_fd_sc_hd__xnor2_1	12	6.6
sky130_fd_sc_hd__nor2b_1	2	0.79
## cells in the final DEF, fill, tap and decap left out, drive strengths merged, types with 2 or more instances in the layout
master / count
nand2: 11
o21ai: 5
bufinv: 2
clkbuf: 5
a22o: 2
dfxtp: 17
nor3: 4
and4: 5
a31oi: 2
a2bb2oi: 2
ha: 11
inv: 12
nand3: 5
edfxtp: 16
nor2: 13
xnor2: 12
nand4: 8
a21oi: 3
nor2b: 2
clkdlybuf4s50: 12
## metrics by stage
stage          setup slack (ns)  utilization, %  hold WS (ns)  power [W]  cells
3_5_place_dp              0.587            18.9         0.453    0.00126    290
4_1_cts                   0.556            20.2         0.470    0.00180    298
6_report                  0.526            20.2         0.468    0.00178    298
2_1_floorplan             0.752               -         0.436    0.00112    151
3_3_place_gp              0.637            18.9         0.457    0.00126    290
5_1_grt                   0.370            20.2         0.484    0.00192    298
## metal layers
metal	track usage, %	up-vias	share of wire [%]
met4	0.528	0	0.035
met5	0	-	0
met3	1.95	2	6.7
li1	-	562	-
met2	5.47	32	41
met1	6.12	521	52
## final cells by class
type | count | area [sq um] | share of cell area [%]
Sequential cell | 33 | 821 | 41.5
Multi-Input combinational cell | 100 | 692 | 35.0
Tap cell | 133 | 166 | 8.41
Timing Repair Buffer | 12 | 120 | 6.07
Clock buffer | 5 | 68.8 | 3.48
Clock inverter | 3 | 65.1 | 3.29
Inverter | 12 | 45.0 | 2.28
## worst register-to-register path: cells and delay by family, from the launching register on
family | cells | cell delay, ns
AND/OR/NAND/NOR | 2 | 0.71
buffers and inverters | 1 | 0.11
AND-OR/OR-AND | 1 | 0.17
flip-flops | 1 | 0.55
adder cells (fa/ha/maj) | 2 | 0.60
## power by group through the flow
stage | Combinational, W | Clock (W) | Sequential (W)
after CTS | 0.000493 | 0.000542 | 0.000764
after global routing | 0.000571 | 0.000568 | 0.000779
final | 0.000490 | 0.000528 | 0.000764
## cells by family (layout without fill, tap and decap cells)
kind of cell / after synthesis / in the layout / synth area share (%)
and+or+nand+nor: 59 / 59 / 20.7
DFF: 33 / 33 / 51.7
buffers and inverters: 18 / 32 / 4.73
AOI/OAI and AO/OA: 16 / 16 / 6.38
xor gates and xnor gates: 13 / 13 / 7.17
adders and majority gates: 11 / 11 / 8.67
muxes: 1 / 1 / 0.630
Power is estimated from default activity; no workload was simulated.
