**run.sh**
```bash
#!/bin/bash
# OpenROAD 26Q1-2900-gdf79404cd8, Yosys 0.63+post, stock flow scripts
make -C /OpenROAD-flow-scripts/flow DESIGN_CONFIG=/design/flow/config.mk WORK_HOME=/design/flow/orfs finish
```
**config.mk**
```make
export PLATFORM = sky130hd
export DESIGN_NAME = uart_loopback_top
export DESIGN_NICKNAME = uart_loopback_top
export VERILOG_FILES = /design/flow/design.v
export SDC_FILE = /design/flow/constraint.sdc
export NUM_CORES = 4
export LEC_CHECK = 1
export CORE_UTILIZATION = 50
```
**constraint.sdc**
```tcl
current_design uart_loopback_top

set clk_period 5.5
set clk_io_pct 0.2

create_clock -name clk0 -period $clk_period [get_ports {clk}]

set non_clock_inputs [all_inputs -no_clocks]
set_input_delay [expr $clk_period * $clk_io_pct] -clock clk0 $non_clock_inputs
set_output_delay [expr $clk_period * $clk_io_pct] -clock clk0 [all_outputs]
```
**design.v**
```verilog
`timescale 1ns / 1ps
module uart_16x_baud #(
    parameter CLOCK_FREQ = 100_000_000,
    parameter BAUDRATE   = 625000
)(
    input  wire clk,
    output reg  clk_16x
);
    localparam integer DIVIDER = CLOCK_FREQ / (BAUDRATE * 16);
    integer counter = 0;
    always @(posedge clk) begin
        if (counter == DIVIDER - 1) begin
            counter <= 0;
            clk_16x <= 1;
        end else begin
            counter <= counter + 1;
            clk_16x <= 0;
        end
    end
endmodule
`timescale 1ns / 1ps
module uart_rx (
    input wire rx,
    input wire clk_16x_bps,
    input wire rdy_clr,
    output reg rdy,
    output reg [7:0] data
);
    parameter RX_STATE_IDLE  = 2'b00;
    parameter RX_STATE_START = 2'b01;
    parameter RX_STATE_DATA  = 2'b10;
    parameter RX_STATE_STOP  = 2'b11;
    reg [1:0] state = RX_STATE_IDLE;
    reg [3:0] sample = 0;
    reg [2:0] bitpos = 0;
    reg [7:0] scratch = 0;
    initial begin
        rdy = 0;
        data = 0;
    end
    always @(posedge clk_16x_bps) begin
        if (rdy_clr)
            rdy <= 0;
        case (state)
            RX_STATE_IDLE: begin
                if (rx == 1'b0) begin
                    state <= RX_STATE_START;
                    sample <= 0;
                end
            end
            RX_STATE_START: begin
                sample <= sample + 1;
                if (sample == 4'd7) begin
                    state <= RX_STATE_DATA;
                    sample <= 0;
                    bitpos <= 0;
                end
            end
            RX_STATE_DATA: begin
                sample <= sample + 1;
                if (sample == 4'd8) begin
                    scratch[bitpos] <= rx;
                end
                if (sample == 4'd15) begin
                    sample <= 0;
                    if (bitpos == 3'd7)
                        state <= RX_STATE_STOP;
                    else
                        bitpos <= bitpos + 1;
                end
            end
            RX_STATE_STOP: begin
                sample <= sample + 1;
                if (sample == 4'd15) begin
                    data <= scratch;
                    rdy <= 1;
                    state <= RX_STATE_IDLE;
                    sample <= 0;
                end
            end
        endcase
    end
endmodule
`timescale 1ns / 1ps
module uart_loopback_top (
    input  wire clk,         
    input  wire usb_rx,      
    output wire usb_tx       
);
    wire clk_16x;
    wire rdy;
    reg  rdy_clr = 0;
    wire [7:0] rx_data;
    reg tx_start = 0;
    wire tx_busy;
    reg [7:0] tx_data = 0;
    uart_16x_baud #(
        .CLOCK_FREQ(100_000_000),
        .BAUDRATE(625000)
    ) baud_gen (
        .clk(clk),
        .clk_16x(clk_16x)
    );
    uart_rx rx_core (
        .rx(usb_rx),
        .clk_16x_bps(clk_16x),
        .rdy(rdy),
        .rdy_clr(rdy_clr),
        .data(rx_data)
    );
    uart_tx tx_core (
        .clk_16x(clk_16x),
        .tx_start(tx_start),
        .tx_data(tx_data),
        .tx(usb_tx),
        .tx_busy(tx_busy)
    );
    always @(posedge clk) begin
        tx_start <= 0;
        if (rdy) begin
            if (!tx_busy) begin
                tx_data <= rx_data;  
                tx_start <= 1;       
            end
            rdy_clr <= 1;
        end else begin
            rdy_clr <= 0;
        end
    end
endmodule
`timescale 1ns / 1ps
module uart_tx #(
    parameter BAUD_TICK_COUNT = 16
)(
    input  wire clk_16x,
    input  wire tx_start,
    input  wire [7:0] tx_data,
    output reg  tx,
    output reg  tx_busy
);
    reg [3:0] bit_idx = 0;
    reg [3:0] tick_cnt = 0;
    reg [9:0] shift_reg = 10'b1111111111;
    initial begin
        tx = 1; 
        tx_busy = 0;
    end
    always @(posedge clk_16x) begin
        if (!tx_busy) begin
            if (tx_start) begin
                shift_reg <= {1'b1, tx_data, 1'b0}; 
                tx_busy <= 1;
                bit_idx <= 0;
                tick_cnt <= 0;
            end
        end else begin
            tick_cnt <= tick_cnt + 1;
            if (tick_cnt == BAUD_TICK_COUNT - 1) begin
                tick_cnt <= 0;
                tx <= shift_reg[0];
                shift_reg <= {1'b1, shift_reg[9:1]};
                bit_idx <= bit_idx + 1;
                if (bit_idx == 9) begin
                    tx_busy <= 0;
                    tx <= 1;
                end
            end
        end
    end
endmodule
```
==> metrics.txt <==
# HELP chip_impl_metric Synthesis and place-and-route metrics
# TYPE chip_impl_metric gauge
chip_impl_metric{name="route.detailed.drc",unit=""} 0
chip_impl_metric{name="synth_cell_types",unit=""} 42
chip_impl_metric{name="cts_hold_repair.buffers",unit=""} 0
chip_impl_metric{name="synthCells",unit=""} 321
chip_impl_metric{name="worstMarginPinSlew",unit="ns"} 0.776
chip_impl_metric{name="viasPerCell",unit=""} 5.16
chip_impl_metric{name="cts_buffer_depth",unit=""} 2
chip_impl_metric{name="largest_reg_flops",unit=""} 32
chip_impl_metric{name="synth_area_per_cell",unit="sq um"} 12.2
chip_impl_metric{name="synth_seq_share",unit="%"} 57.9
chip_impl_metric{name="floorplan.io_pins",unit=""} 3
chip_impl_metric{name="post_cts.repair.setup_buffers",unit=""} 0
chip_impl_metric{name="first_global_vias",unit=""} 2030
chip_impl_metric{name="yosys.area.top_type_share",unit="%"} 39.0
chip_impl_info{name="top_area_cells_in_the_synthesized_netlist",value="sky130_fd_sc_hd__edfxtp_1 (39%), sky130_fd_sc_hd__dfxtp_1 (19%), sky130_fd_sc_hd__ha_1 (5.4%), sky130_fd_sc_hd__xor2_1 (4.9%), sky130_fd_sc_hd__mux2_2 (3.4%)"} 1
chip_impl_metric{name="numCtsBuffers",unit=""} 5
chip_impl_metric{name="timing.final.setup_violations",unit=""} 0
chip_impl_metric{name="layout-drive-gt1-share",unit="%"} 12.5
chip_impl_metric{name="powerDensity",unit="nW/um^2"} 124
chip_impl_metric{name="fmax",unit="GHz"} 0.578
chip_impl_metric{name="clk_pin_slew",unit="ns"} 0.07
chip_impl_metric{name="num_antenna_cells",unit=""} 0
chip_impl_metric{name="placementRows",unit=""} 31
chip_impl_metric{name="final_max_slew_violation_tally",unit=""} 0
chip_impl_metric{name="cap_viol_max_count",unit=""} 0
chip_impl_info{name="cts_tree",value="built"} 1
chip_impl_metric{name="detailed_place_hpwl",unit="mm"} 4.01
chip_impl_info{name="grt_setup_unrepaired",value="false"} 1
chip_impl_metric{name="die_height",unit="microns"} 90.6
chip_impl_info{name="netlist.top_cell.by_area",value="sky130_fd_sc_hd__edfxtp_1"} 1
chip_impl_metric{name="wirelength",unit="mm"} 5.49
chip_impl_metric{name="hold_viol",unit=""} 0
chip_impl_metric{name="pin_count_of_the_biggest_net_entering_global_routing",unit=""} 46
chip_impl_metric{name="gp_congestion",unit=""} 0.839
chip_impl_metric{name="tns",unit="ns"} 0
chip_impl_metric{name="finalClockSkew",unit="ns"} 0.0137
chip_impl_metric{name="drt_iter0_markers",unit=""} 68
chip_impl_metric{name="power.ir.vdd_worst",unit="mV"} 0.117
chip_impl_metric{name="total_of_warnings_raised_by_yosys",unit=""} 4
chip_impl_info{name="path_cells",value="nand3_1 > nor3_1 > nand4_1 > xnor2_1"} 1
chip_impl_metric{name="late_pin_clk_latency",unit="ns"} 0.29
chip_impl_metric{name="log.warning_count",unit=""} 35
chip_impl_info{name="hold_path.class",value="register to register"} 1
chip_impl_info{name="crit_path_top_delay_cell",value="sky130_fd_sc_hd__nor3_1"} 1
chip_impl_metric{name="cp.arrival",unit="ns"} 1.90
chip_impl_metric{name="worstPathRequired",unit="ns"} 5.67
chip_impl_metric{name="grt.total_usage",unit="%"} 15.0
chip_impl_metric{name="fin_worst_hold_slack",unit="ns"} 0.466
chip_impl_metric{name="yosys_cells",unit=""} 321
chip_impl_metric{name="core_util_floorplan",unit="%"} 53.0
chip_impl_metric{name="wl_per_cell",unit="microns"} 12.9
chip_impl_info{name="synth.cells.most_frequent",value="sky130_fd_sc_hd__edfxtp_1 (51), sky130_fd_sc_hd__dfxtp_1 (37), sky130_fd_sc_hd__nand2_1 (25)"} 1
chip_impl_metric{name="htree_levels",unit=""} 2
chip_impl_metric{name="leakage",unit="nW"} 1.52
chip_impl_info{name="result_of_the_run",value="finished, final reports clean"} 1
chip_impl_metric{name="synth_async_sr_flop_share",unit="%"} 0
chip_impl_info{name="timing.critical_path.from_type",value="register"} 1
chip_impl_info{name="synthFlopType",value="sky130_fd_sc_hd__edfxtp_1"} 1
chip_impl_metric{name="count_of_endpoints_without_a_timing_constraint",unit=""} 107
chip_impl_metric{name="netlist_area",unit="sq um"} 3930
chip_impl_metric{name="dpl.cell_count",unit=""} 418
chip_impl_info{name="criticalPathCategory",value="register to register"} 1
chip_impl_info{name="timing.critical_path.to_type",value="register"} 1
chip_impl_metric{name="fill_count",unit=""} 626
chip_impl_metric{name="timing.final.crit_period",unit="ns"} 1.73
chip_impl_metric{name="port_buffers",unit=""} 2
chip_impl_info{name="cts_root_buf",value="sky130_fd_sc_hd__clkbuf_8"} 1
chip_impl_metric{name="flow.area_growth_from_synthesis",unit="%"} 5.39
chip_impl_metric{name="critPathMaxStageDelay",unit="ns"} 0.65
chip_impl_metric{name="global_route_total_overflow",unit=""} 0
chip_impl_metric{name="yosys_register_bits",unit=""} 88
chip_impl_metric{name="die_area",unit="sq um"} 8210
chip_impl_metric{name="dieWidth",unit="microns"} 90.6
chip_impl_metric{name="final_cell_count_no_fill",unit=""} 426
chip_impl_metric{name="ant_nets",unit=""} 0
chip_impl_metric{name="timing.final.crit_share",unit="%"} 31.5
chip_impl_metric{name="worstPathMaxFanout",unit=""} 7
chip_impl_metric{name="via_count",unit=""} 2198
chip_impl_metric{name="antenna_found_initial",unit=""} 0
chip_impl_metric{name="yosys.stat.chipArea",unit="sq um"} 3930
chip_impl_metric{name="synth-edff-count",unit=""} 51
chip_impl_metric{name="register_pins_left_without_a_clock",unit=""} 45
chip_impl_metric{name="core_region_area",unit="sq um"} 7410
chip_impl_metric{name="cts_resized",unit=""} 0
chip_impl_metric{name="first_pass_iters",unit=""} 4
chip_impl_metric{name="relSlewSlack",unit="%"} 47.9
chip_impl_metric{name="grt_pass1_wl",unit="mm"} 9.54
chip_impl_info{name="most_common_cell",value="sky130_fd_sc_hd__edfxtp_1"} 1
[logic make-up after synthesis]
| group | count (synthesis) | share of synthesized area, % |
|---|---|---|
| buf+inv | 20 | 2.17 |
| compound gates | 15 | 2.39 |
| simple gates | 132 | 20.5 |
| xor+xnor | 37 | 8.25 |
| flops | 88 | 57.9 |
| fa+ha+maj | 17 | 5.42 |
| mux | 12 | 3.44 |
[path summary, 6_finish.rpt]
| path | to | slack (ns) | from | cells after the start |
|---|---|---|---|---|
| worst min-delay path | baud_gen.counter[0] | 0.47 | baud_gen.counter[0] | 1 |
| worst max register to register | baud_gen.counter[11] | 3.77 | baud_gen.counter[2] | 4 |
| worst min register to register | baud_gen.counter[0] | 0.47 | baud_gen.counter[0] | 1 |
| worst max-delay path | baud_gen.counter[11] | 3.77 | baud_gen.counter[2] | 4 |
[final cells by class]
cell class | instances | area [sq um] | area share (%)
Multi-Input combinational cell | 213 | 1570 | 37.9
Inverter | 14 | 52.6 | 1.27
Sequential cell | 88 | 2270 | 54.9
Timing Repair Buffer | 4 | 35.0 | 0.847
Clock inverter | 2 | 12.5 | 0.302
Tap cell | 99 | 124 | 2.99
Clock buffer | 6 | 72.6 | 1.75
[where the power goes]
group	leakage, nW	internal, mW	total (mW)	switching [mW]
clock	0.0412	0.0888	0.194	0.105
sequential	0.750	0.319	0.319	0
combinational	0.731	0.000897	0.00191	0.00102
total	1.52	0.409	0.515	0.106
[metrics by stage]
stage	utilization, %	setup WS (ns)	power, mW	cell area [sq um]
2_1_floorplan	-	4.01	0.327	3930
4_1_cts	55.9	3.78	0.522	4140
5_1_grt	55.9	3.40	0.533	4140
3_5_place_dp	54.7	3.78	0.329	4050
3_3_place_gp	54.7	3.82	0.329	4050
6_report	55.9	3.77	0.515	4140
[critical path: cells and delay by family (launching register included)]
kind | cells | cell delay (ns)
XOR/XNOR | 1 | 0.16
flip-flops | 1 | 0.41
AND/OR/NAND/NOR | 3 | 1.05
[per-layer routing]
metal,GRT usage (%),up-vias,wire (microns)
li1,-,1154,-
met1,29.9,1029,3210
met2,19.7,11,2140
met3,2.05,4,98
met4,0.941,0,40
met5,0,-,0
[layout by cell type, fill, tap and decap left out, types with 2 or more instances in the layout]
master and instances:
sky130_fd_sc_hd__ha_1 17, sky130_fd_sc_hd__nor2_1 23, sky130_fd_sc_hd__or2_2 4, sky130_fd_sc_hd__nor4_2 6, sky130_fd_sc_hd__or3_4 2, sky130_fd_sc_hd__nand3_1 14, sky130_fd_sc_hd__inv_1 14, sky130_fd_sc_hd__nand4_1 8
sky130_fd_sc_hd__nor2b_1 3, sky130_fd_sc_hd__edfxtp_1 51, sky130_fd_sc_hd__mux2_2 12, sky130_fd_sc_hd__nor4b_1 2, sky130_fd_sc_hd__xor2_1 22, sky130_fd_sc_hd__and4_1 3, sky130_fd_sc_hd__nor3b_1 3, sky130_fd_sc_hd__and3_1 2
sky130_fd_sc_hd__nor4_1 7, sky130_fd_sc_hd__nor3_1 9, sky130_fd_sc_hd__clkbuf_8 5, sky130_fd_sc_hd__o21ai_0 6, sky130_fd_sc_hd__clkdlybuf4s50_1 2, sky130_fd_sc_hd__and2_1 10, sky130_fd_sc_hd__buf_4 2, sky130_fd_sc_hd__dfxtp_1 37
sky130_fd_sc_hd__nand2_1 25, sky130_fd_sc_hd__nor3_2 4, sky130_fd_sc_hd__xnor2_1 15, sky130_fd_sc_hd__a21oi_1 2
Power and IR drop assume default switching activity.
